## /design/flow/run.sh

```bash
#!/bin/bash
# OpenROAD 26Q1-2900-gdf79404cd8, Yosys 0.63+post, stock flow scripts
make -C /OpenROAD-flow-scripts/flow DESIGN_CONFIG=/design/flow/config.mk WORK_HOME=/design/flow/orfs finish
```

## /design/flow/config.mk

```make
export PLATFORM = sky130hd
export DESIGN_NAME = SynchronizedBoothMultiplier
export DESIGN_NICKNAME = SynchronizedBoothMultiplier
export VERILOG_FILES = /design/flow/design.v
export SDC_FILE = /design/flow/constraint.sdc
export NUM_CORES = 4
export LEC_CHECK = 1
export CORE_UTILIZATION = 50
```

## /design/flow/constraint.sdc

```tcl
current_design SynchronizedBoothMultiplier

set clk_period 59.9
set clk_io_pct 0.2

create_clock -name clk0 -period $clk_period [get_ports {clk}]

set non_clock_inputs [all_inputs -no_clocks]
set_input_delay [expr $clk_period * $clk_io_pct] -clock clk0 $non_clock_inputs
set_output_delay [expr $clk_period * $clk_io_pct] -clock clk0 [all_outputs]
```

## /design/flow/design.v

```verilog
module SynchronizedBoothMultiplier(
input  wire clk,reset,
input  wire [31:0] a,b,
output reg [63:0] S
);
reg [31:0]Stimulus1,Stimulus2;
wire [63:0] CombinationalResult;
BoothMultiplier mult(Stimulus1,Stimulus2,CombinationalResult);
always@(posedge clk,negedge reset)
begin
		if(reset == 1'b0)
		begin
			Stimulus1 = 32'b0;
			Stimulus2 = 32'b0;
		end
		else
		begin
			Stimulus1 = a;
			Stimulus2 = b;
		end
end
always @(posedge clk,negedge reset)
begin
	if(reset == 1'b0)
		S = 64'b0;
	else
		S= CombinationalResult;
end
endmodule 
module BoothMultiplier(
input   wire signed [31:0] a,b,
output  reg  signed  [63:0] S);
integer i;
wire [31:0]  MComp;
reg  signed [63:0] res;
assign MComp = ~b ;
reg  [1:0]  Q1Q0;
always @(a,b)
begin	
	res = {32'b0,a};
	Q1Q0= {a[0],1'b0};
	for(i = 32;i >0;i= i - 1)
	begin
		if(Q1Q0 === 2'b10)
		begin
			res[63:32]   = res[63:32] + MComp + 1;
		end
		else if (Q1Q0 === 2'b01)
		begin
			res[63:32]   = res[63:32] + b;
		end
		else
		begin
			res = res;
		end
		res  = res >>>1;
		Q1Q0 = Q1Q0 >>1;
		Q1Q0[1] = res[0];
	end
	if(a[31]==b[31])
	begin
		res[63]=1'b0;
	end
	S = res;
end
endmodule 
```

==> results.toml <==
# flow metrics
[run_status]
status = "finished, final reports clean"

[setup_path]
cp.arrival_ns = 57.37
rr_endpoint = "S[61]"
reg2reg_from = "Stimulus2[1]"
required_ns = 60.42
cp_max_fo = 10
critPathSlowestCell = "a21boi_1"
reg2reg_slack_ns = 3.05
critical_path_class = "reg2reg"
critPathLaunchType = "register"
rr_worst_depth = 270
path_common_cell = "a21oi_1"
critPathCaptureType = "register"
cpPeakStageDelay_ns = 0.57

[drt]
drt_iter0_drc = 16250
drc = 0
ant_nets = 0
wl_mm = 599.2
dr.pass1.iters = 9
post_drt_wl_per_cell_um = 27.39
via_count = 145300
via_per_inst = 6.641

[die]
fp.dieH_um = 487.7
core-area_um2 = 233600
io_pins = 130
die_x_um = 487.7
die_area_um2 = 237800
fp_util_pct = 50.48
rows = 177

[clocking]
clk_latency_ns = 0.65
clk_pin_slew_ns = 0.10
cts_buffers = 17
clockBufferDepth = 2
ctsHoldBuffers = 0
h-tree-depth = 4
cts_root_buf = "clkbuf_16"
cts.sinks = 128
cts_tree = "built"

[yosys]
synth_area_leader_cell = "ha_1"
synth.avg_cell_area_um2 = 6.606
edf_count = 0
synthCells = 17860
yosys-top-cells-count = "a21oi_1, nor2_1, ha_1, o21ai_0, inv_1"
syn_area_um2 = 118000
synth-seq-area-share_pct = 2.716
flop_cell = "dfrtp_1"
synth_flop_count = 128
synthArstFlopShare_pct = 100.0
yosysMostFrequentCell = "a21oi_1"
yosys_cells = 17860
yosysWarnings = 2
yosys.cell_types.count = 108
synthTopCellsByArea = "ha_1, a21oi_1, nor2_1"
yosys.area.top_type_share_pct = 20.74
yosys_area_um2 = 118000

[global_route]
grt_use_total_pct = 49.32
grt_first_pass_wirelength_mm = 861.8
grt_pass1_vias = 129600
gr-total-overflow = 0
grt_max_degree = 66
grt_antenna_before_repair = 52

[place]
portBuffers = 129
hpwl_mm = 470.3
gp_congestion = 1.111
dpl-instance-area_um2 = 131200
place_ws_ns = -0.5222

[worst_hold_path]
hold_depth = 2
hold_path_startpoint = "Stimulus2[0]"
worst_hold_path.endpoint = "S[0]"
hp-class = "reg2reg"

[job]
max_cap_viol_count = 0
tool_warnings = 845

[sta]
fin_ws_ns = 3.052
timing.hold.ws_ns = 0.7672
period_minus_slack_ns = 56.85
fmaxAchievable_ghz = 0.01759
clock_skew_ns = 0.05211
setup_violations = 0
worstMarginPinSlew_ns = 1.179
period_used_pct = 94.91
maxSlewHeadroom_pct = 21.40
drv_slew = 0
hold_viol_final = 0

[finish]
final_core_util_pct = 57.35
area_growth_pct = 13.61
layout-drive-gt1-share_pct = 11.88
final_cell_area_um2 = 134000
==> through the flow <==
step                setup TNS [ns]  std cells
finish                           0      21880
global route               -0.3164      21850
CTS                              0      21790
detailed placement          -1.469      21750
global placement            -1.888      21750
floorplan                        0      17860
==> worst max path at each step <==
stage                start    end  slack, ns  cells after the start
finish        Stimulus2[1]  S[61]       3.05                    270
CTS           Stimulus2[0]  S[62]       0.05                    263
global route  Stimulus2[1]  S[62]      -0.17                    273
==> sequential cells by signal, summed over array words and instances, names as in the netlist <==
register	flops
S	64
Stimulus2	32
Stimulus1	32
==> layout make-up <==
| class | count | area (µm²) |
|---|---|---|
| Tap cell | 3132 | 3919 |
| Multi-Input combinational cell | 15530 | 108300 |
| Clock buffer | 17 | 425.4 |
| Clock inverter | 15 | 141.4 |
| Fill cell | 22600 | 99640 |
| Sequential cell | 128 | 3362 |
| Antenna cell | 50 | 125.1 |
| Timing Repair Buffer | 1609 | 12460 |
| Inverter | 1391 | 5253 |
==> worst max-delay path, delay by kind of cell, from the launching register on <==
kind | cells | cell delay, ns
buf+inv | 35 | 5.12
flops | 1 | 0.53
compound gates | 127 | 26.84
mux | 1 | 0.15
xor+xnor | 13 | 1.92
fa+ha+maj | 32 | 11.79
simple gates | 62 | 10.29
==> metal layers <==
layer	global-route usage, %	wire length [µm]
met2	67.53	230000
met3	17.34	80850
met5	1.531	941
met1	63.93	234400
met4	34.54	53040
==> cells in the final DEF (no fill, tap or decap), drive strengths merged, types with 174 or more instances in the layout <==
| master | count |
|---|---|
| a21oi | 2055 |
| xnor2 | 700 |
| or3 | 205 |
| o21bai | 544 |
| ha | 1955 |
| buf | 1479 |
| a31oi | 217 |
| o211ai | 206 |
| nand2b | 208 |
| a211oi | 189 |
| nor2b | 185 |
| nor2 | 2015 |
| xor2 | 174 |
| o21ai | 1432 |
| o22ai | 283 |
| a221oi | 204 |
| nand2 | 1334 |
| inv | 1378 |
| a21o | 338 |
| nor3 | 432 |
| nand3 | 227 |
| o21a | 174 |
==> logic make-up after synthesis <==
logic type	synth area share, %
compound gates	40.03
xor+xnor	6.663
fa+ha+maj	21.81
buf+inv	6.988
flops	2.716
mux	1.329
simple gates	20.47
==> what timing repair did <==
item / in CTS / in global routing
setup endpoints to repair: 7 / 18
pin swaps: 0 / 28
resized: 10 / 432
buffers inserted: 0 / 40
