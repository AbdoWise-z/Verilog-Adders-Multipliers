$ cat run.sh
#!/bin/bash
# OpenROAD 26Q1-2900-gdf79404cd8, Yosys 0.63+post, stock flow scripts
make -C /OpenROAD-flow-scripts/flow DESIGN_CONFIG=/design/flow/config.mk WORK_HOME=/design/flow/orfs finish
$ cat config.mk
export PLATFORM = sky130hd
export DESIGN_NAME = FP32Adder2_CLA
export DESIGN_NICKNAME = FP32Adder2_CLA
export VERILOG_FILES = /design/flow/design.v
export SDC_FILE = /design/flow/constraint.sdc
export NUM_CORES = 4
export LEC_CHECK = 1
export CORE_UTILIZATION = 30
$ cat constraint.sdc
current_design FP32Adder2_CLA

set clk_period 30.9
set clk_io_pct 0.2

create_clock -name clk0 -period $clk_period

set non_clock_inputs [all_inputs -no_clocks]
set_input_delay [expr $clk_period * $clk_io_pct] -clock clk0 $non_clock_inputs
set_output_delay [expr $clk_period * $clk_io_pct] -clock clk0 [all_outputs]
$ cat design.v
module CarryLookAheadAdder_23b(
	input wire [24:0]a,
	input wire [24:0]b,
	output wire [24:0]S,
    input wire Cin
);
    wire [25:0] G;
    wire [24:0] P;
    assign P[24:0] = a ^ b;
    assign G[25:1] = a & b;
    assign G[0] = Cin;
    wire [25:0] Carry;
    assign Carry[0] = Cin;
    genvar i , j , k;
    generate
        for (i = 1;i < 26;i = i + 1) begin : gen_block1
            wire [i:0] Ps;
            assign Ps[0] = 1'b1;
            for (k = 0;k < i;k = k + 1) begin : gen_block2
                assign Ps[k + 1] = Ps[k] & P[i - k - 1];
            end
            wire [i:0] terms;
            assign terms[0] = G[i];
            for (k = 0;k < i;k = k + 1) begin : gen_block3
                assign terms[k + 1] = terms[k] | (Ps[k + 1] & G[i - k - 1]);
            end
            assign Carry[i] = terms[i];
            assign S[i - 1] = Carry[i - 1] ^ P[i - 1]; 
        end
    endgenerate
endmodule
module CarryLookAheadAdder_8b(
	input wire [7:0]a,
	input wire [7:0]b,
	output wire [7:0]S,
    input wire Cin
);
    wire [8:0] G;
    wire [7:0] P;
    assign P[7:0] = a ^ b;
    assign G[8:1] = a & b;
    assign G[0] = Cin;
    wire [8:0] Carry;
    assign Carry[0] = Cin;
    genvar i , j , k;
    generate
        for (i = 1;i < 9;i = i + 1) begin : gen_block1
            wire [i:0] Ps;
            assign Ps[0] = 1'b1;
            for (k = 0;k < i;k = k + 1) begin : gen_block2
                assign Ps[k + 1] = Ps[k] & P[i - k - 1];
            end
            wire [i:0] terms;
            assign terms[0] = G[i];
            for (k = 0;k < i;k = k + 1) begin : gen_block3
                assign terms[k + 1] = terms[k] | (Ps[k + 1] & G[i - k - 1]);
            end
            assign Carry[i] = terms[i];
            assign S[i - 1] = Carry[i - 1] ^ P[i - 1]; 
        end
    endgenerate
endmodule
module FP32Adder2_CLA(
    input wire [31:0] a,
	input wire [31:0] b,
    output wire [31:0]S,
    output wire Overflow
);
    wire a_sign;
    wire b_sign;
    wire [7:0] a_exp;
    wire [7:0] b_exp;
    wire [22:0] a_mantissa;
    wire [22:0] b_mantissa;
    wire [22:0] zeros;
    assign zeros = 23'b00000000000000000000000;
    assign a_sign = a[31];
    assign b_sign = b[31];
    assign a_exp  = a[30:23];
    assign b_exp  = b[30:23];
    assign a_mantissa = a[22:0];
    assign b_mantissa = b[22:0];
    wire [23:0] l_mantissa;
    wire [23:0] s_mantissa;
    wire [7:0] c_exp;
    wire l_sign;
    wire s_sign;
    wire cmp;
    assign cmp = (a_exp > b_exp || (a_exp == b_exp && a_mantissa > b_mantissa));
    wire [7:0] a_minus_b;
    wire [7:0] b_minus_a;
    CarryLookAheadAdder_8b sub_a_b(
        .a(a_exp),
        .b((8'b11111111 ^ b_exp)),
        .S(a_minus_b),
        .Cin(1'b1)
    );
    CarryLookAheadAdder_8b sub_b_a(
        .a(b_exp),
        .b((8'b11111111 ^ a_exp)),
        .S(b_minus_a),
        .Cin(1'b1)
    );
    assign l_mantissa = cmp ? { a_exp != 8'b00000000 , a_mantissa} :
                              { b_exp != 8'b00000000 , b_mantissa};
    assign s_mantissa = cmp ? { b_exp != 8'b00000000 , b_mantissa} >> (a_minus_b) : 
                              { a_exp != 8'b00000000 , a_mantissa} >> (b_minus_a);
    assign c_exp  = cmp ? a_exp : b_exp;
    assign l_sign = cmp ? a_sign : b_sign;
    assign s_sign = cmp ? b_sign : a_sign;
    wire equs;
    assign equs = l_sign ^ s_sign;
    wire [24:0] sum_man; 
    CarryLookAheadAdder_23b add1(
        .a({1'b0 , l_mantissa}),
        .b({1'b0 , s_mantissa}),
        .S(sum_man),
        .Cin(1'b0)
    );
    wire [22:0] ss_m;
    wire [7:0] ss_exp;
    wire [7:0] c_exp_inc;
    CarryLookAheadAdder_8b inc1(
        .a(8'b00000000),
        .b(c_exp),
        .S(c_exp_inc),
        .Cin(1'b1)
    );
    assign ss_m   = sum_man[24] ? sum_man[23:1] : sum_man[22:0];
    assign ss_exp = sum_man[24] ? c_exp_inc : c_exp;
    wire [24:0] sum_dif;
    CarryLookAheadAdder_23b sub1(
        .a({1'b0 , l_mantissa}),
        .b({1'b1 , (24'b111111111111111111111111 ^ s_mantissa)}),
        .S(sum_dif),
        .Cin(1'b1)
    );
    wire [22:0] ds_m;
    wire [7:0] ds_exp_offset;
    assign ds_m = sum_dif[23] ?  sum_dif[22:0] :
                  sum_dif[22] ? {sum_dif[21:0],zeros[0   ]} :
                  sum_dif[21] ? {sum_dif[20:0],zeros[1:0 ]} :
                  sum_dif[20] ? {sum_dif[19:0],zeros[2:0 ]} :
                  sum_dif[19] ? {sum_dif[18:0],zeros[3:0 ]} :
                  sum_dif[18] ? {sum_dif[17:0],zeros[4:0 ]} :
                  sum_dif[17] ? {sum_dif[16:0],zeros[5:0 ]} :
                  sum_dif[16] ? {sum_dif[15:0],zeros[6:0 ]} :
                  sum_dif[15] ? {sum_dif[14:0],zeros[7:0 ]} :
                  sum_dif[14] ? {sum_dif[13:0],zeros[8:0 ]} :
                  sum_dif[13] ? {sum_dif[12:0],zeros[9:0 ]} :
                  sum_dif[12] ? {sum_dif[11:0],zeros[10:0]} :
                  sum_dif[11] ? {sum_dif[10:0],zeros[11:0]} :
                  sum_dif[10] ? {sum_dif[9:0 ],zeros[11:0]} :
                  sum_dif[9]  ? {sum_dif[8:0 ],zeros[12:0]} :
                  sum_dif[8]  ? {sum_dif[7:0 ],zeros[13:0]} :
                  sum_dif[7]  ? {sum_dif[6:0 ],zeros[14:0]} :
                  sum_dif[6]  ? {sum_dif[5:0 ],zeros[15:0]} :
                  sum_dif[5]  ? {sum_dif[4:0 ],zeros[16:0]} :
                  sum_dif[4]  ? {sum_dif[3:0 ],zeros[17:0]} :
                  sum_dif[3]  ? {sum_dif[2:0 ],zeros[18:0]} :
                  sum_dif[2]  ? {sum_dif[1:0 ],zeros[19:0]} :
                  sum_dif[1]  ? {sum_dif[0   ],zeros[20:0]} :
                  sum_dif[0]  ? zeros[22:0] : zeros[22:0];
    assign ds_exp_offset = 
                  sum_dif[23] ? 8'b00000000 :  
                  sum_dif[22] ? 8'b11111111 :  
                  sum_dif[21] ? 8'b11111110 :  
                  sum_dif[20] ? 8'b11111101 :  
                  sum_dif[19] ? 8'b11111100 :  
                  sum_dif[18] ? 8'b11111011 :  
                  sum_dif[17] ? 8'b11111010 :  
                  sum_dif[16] ? 8'b11111001 :  
                  sum_dif[15] ? 8'b11111000 :  
                  sum_dif[14] ? 8'b11110111 :  
                  sum_dif[13] ? 8'b11110110 :  
                  sum_dif[12] ? 8'b11110101 :  
                  sum_dif[11] ? 8'b11110100 :  
                  sum_dif[10] ? 8'b11110011 :  
                  sum_dif[9]  ? 8'b11110010 :  
                  sum_dif[8]  ? 8'b11110001 :  
                  sum_dif[7]  ? 8'b11110000 :  
                  sum_dif[6]  ? 8'b11101111 :  
                  sum_dif[5]  ? 8'b11101110 :  
                  sum_dif[4]  ? 8'b11101101 :  
                  sum_dif[3]  ? 8'b11101100 :  
                  sum_dif[2]  ? 8'b11101011 :  
                  sum_dif[1]  ? 8'b11101010 :  
                  sum_dif[0]  ? 8'b11101001 :  
                        8'b01111111; 
    wire [7:0] ds_exp;
    wire [7:0] ds_exp_off;
    CarryLookAheadAdder_8b sub2(
        .a(ds_exp_offset),
        .b(c_exp),
        .S(ds_exp_off),
        .Cin(1'b0)
    );
    assign ds_exp = ds_exp_offset[7] | (!ds_exp_offset[0]) ? ds_exp_off : 8'b00000000;
    assign S[31]    = l_sign;
    assign S[30:23] = equs ? ds_exp : ss_exp;
    assign S[22:0]  = equs ? ds_m   : ss_m  ;
    assign Overflow = c_exp == 8'b11111111 || S[30:23] == 8'b11111111;
endmodule
==> reports/metrics.json <==
{
  "critical_path.endpoint_type": {"value": "output port"},
  "post_cts_hold_buffer_count": {"value": 0},
  "final-seq-area": {"value": 0, "unit": "sq um"},
  "power_leakage": {"value": 4.237, "unit": "nW"},
  "first_global_vias": {"value": 10410},
  "place.detailed.instances": {"value": 1930},
  "firstDrtPassIters": {"value": 6},
  "cp_slowest_stage_delay": {"value": 0.74, "unit": "ns"},
  "clockPowerShare": {"value": 0, "unit": "%"},
  "netlist_area_pre_place": {"value": 9763, "unit": "sq um"},
  "synth.largest_area_cell": {"value": "sky130_fd_sc_hd__ha_1"},
  "grt-ovfl-total": {"value": 0},
  "yosysUniqueCellTypes": {"value": 90},
  "power.internal": {"value": 0.2636, "unit": "mW"},
  "period_utilisation_layout": {"value": 76.69, "unit": "%"},
  "warning_count": {"value": 64},
  "multiInputGateArea": {"value": 9009, "unit": "sq um"},
  "status": {"value": "completed"},
  "io_buffer_count": {"value": 97},
  "finalWorstSetupSlack": {"value": 7.202, "unit": "ns"},
  "nFlopsAndLatches": {"value": 0},
  "yosys-stat-area": {"value": 9763, "unit": "sq um"},
  "final.clkbuf_count": {"value": 0},
  "placed_area": {"value": 11150, "unit": "sq um"},
  "ys_seq_share": {"value": 0, "unit": "%"},
  "syn-instance-count": {"value": 1481},
  "grt_start_max_net_pins": {"value": 74},
  "placementRows": {"value": 65},
  "synth.top_cells.by_area": {"value": "sky130_fd_sc_hd__ha_1 (12%), sky130_fd_sc_hd__o21ai_0 (6.4%), sky130_fd_sc_hd__nand2_1 (6.1%), sky130_fd_sc_hd__a21oi_1 (5.2%), sky130_fd_sc_hd__mux4_2 (4.8%)"},
  "power_density": {"value": 64.78, "unit": "nW/um^2"},
  "p_sw": {"value": 0.4590, "unit": "mW"},
  "post_drt_wl_per_cell": {"value": 19.47, "unit": "um"},
  "gpl.final_weighted_congestion": {"value": 1.017},
  "post-place-ws": {"value": 7.315, "unit": "ns"},
  "lay_top_cells": {"value": "sky130_fd_sc_hd__nand2_1 (158), sky130_fd_sc_hd__o21ai_0 (125), sky130_fd_sc_hd__nor2_1 (118)"},
  "worstPathRequired": {"value": 24.72, "unit": "ns"},
  "hold_slack": {"value": 13.55, "unit": "ns"},
  "cts_resized": {"value": 0},
  "p_seq_share": {"value": 0, "unit": "%"},
  "criticalPathCategory": {"value": "in2out"},
  "ys_cells": {"value": 1481},
  "setup-violations-final": {"value": 0},
  "num_vias": {"value": 11720},
  "syn_area_per_cell": {"value": 6.592, "unit": "sq um"},
  "finalHoldViolations": {"value": 0},
  "insertedDiodeCount": {"value": 0},
  "critical-path-slowest-cell": {"value": "sky130_fd_sc_hd__nor4_1"},
  "tightest_slew": {"value": 0.9586, "unit": "ns"},
  "fin_area": {"value": 11150, "unit": "sq um"},
  "dr_iter_0_viols": {"value": 1553},
  "final_max_slew_viol_count": {"value": 0},
  "tns": {"value": 0, "unit": "ns"},
  "route.final.wire_length": {"value": 37.58, "unit": "mm"},
  "ys_warn_count": {"value": 0},
  "die_width": {"value": 182.4, "unit": "um"},
  "fmax": {"value": 42.20, "unit": "MHz"},
  "critPathLaunchType": {"value": "input port"},
  "postCtsSetupRepairBufs": {"value": 0},
  "finish.cell_count_without_fillers": {"value": 1930},
  "min-delay-path-class": {"value": "in2out"},
  "critical_path_peak_fanout": {"value": 73},
  "die-height": {"value": 182.4, "unit": "um"},
  "area.growth.synth_to_final": {"value": 14.25, "unit": "%"},
  "p_sw_share": {"value": 63.52, "unit": "%"},
  "max_capacitance_violation_count": {"value": 0},
  "layout.filler_cells": {"value": 3365},
  "netlist.area_leader.share": {"value": 11.92, "unit": "%"},
  "final.min_clock_period": {"value": 23.70, "unit": "ns"},
  "global_route.usage.total": {"value": 22.11, "unit": "%"},
  "grt_first_pass_wirelength": {"value": 58.48, "unit": "mm"},
  "final_layout_size_suffix_gt1_share": {"value": 8.428, "unit": "%"},
  "critPathArrivalTime": {"value": 17.52, "unit": "ns"},
  "drtAntennaViolNets": {"value": 0},
  "drc": {"value": 0},
  "io_pins": {"value": 97},
  "layout_top_cell": {"value": "sky130_fd_sc_hd__nand2_1"},
  "worst_slew_margin_rel": {"value": 35.64, "unit": "%"},
  "floorplan.core_area": {"value": 31800, "unit": "sq um"},
  "initial_antenna_violation_count": {"value": 0},
  "design.die.area": {"value": 33270, "unit": "sq um"},
  "power.ir.vdd_worst": {"value": 0.00003513, "unit": "V"},
  "via_per_inst": {"value": 6.072},
  "hpwl": {"value": 28.68, "unit": "mm"},
  "fin_util": {"value": 35.08, "unit": "%"},
  "initCoreUtil": {"value": 30.70, "unit": "%"},
  "p_comb_share": {"value": 100.0, "unit": "%"},
  "rsz_0062_raised_after_global_routing": {"value": "no"},
  "post-layout-total-power": {"value": 0.7225, "unit": "mW"}
}
power groups by stage:
stage                 clock [mW]  combinational (mW)  sequential (mW)
final                          0               0.723                0
after CTS                      0               0.701                0
after global routing           0               0.775                0
critical path, delay by kind of cell:
kind,cells,cell delay (ns)
AND-OR/OR-AND,21,5.40
multiplexers,4,1.15
AND/OR/NAND/NOR,5,1.93
adder cells (fa/ha/maj),3,0.67
buffers and inverters,6,2.16
cell families after synthesis:
| family | share of synthesized area (%) |
|---|---|
| mux | 11.28 |
| xor+xnor | 4.819 |
| fa+ha+maj | 12.53 |
| buf+inv | 8.240 |
| simple gates | 23.22 |
| compound gates | 39.91 |
metal layers:
metal,GRT usage [%],vias to the layer above,part of all wire [%]
met5,0,-,0
li1,-,5665,-
met4,5.244,0,2.8
met3,2.340,86,7.8
met2,33.18,620,43
met1,33.83,5347,47
layout make-up:
cell class,count,area share (%)
inverter,74,2.490
multi-input combinational,1277,80.76
tap,435,4.879
timing repair buffer,144,11.87
cells in the mapped netlist (all sizes together), types with 20 or more instances:
library cell,instances
nand2,159
o21ai,129
nor2,119
a21oi,105
clkbuf,100
ha,93
inv,74
nand3,48
mux2i,47
a211oi,39
nor3,38
xnor2,37
a31oi,30
buf,30
o211ai,29
o22ai,28
and2,24
o31ai,23
o221ai,22
o311ai,22
mux4,21
a21o,20
path summary, 6_finish.rpt:
check,end,startpoint,slack (ns),cells past startpoint
min,S[31],b[31],13.55,3
max,Overflow,b[21],7.20,39
No activity file was given, so power comes from the tool's default toggle rates.
